==> design/flow/design.v <==
module StoreBuffer(
    input wire CLK,
    input wire RST,
    input wire clear_speculative,  
    input wire reserve_1,
    input wire reserve_2,
    input wire LS_W,
    input wire [4:0] LS_index,
    input wire [15:0] LS_addr,
    input wire [15:0] LS_data,
    input wire [15:0] LS_search_addr,
    input wire pop_head,
    input wire [7:0] ROB_W,       
    input wire [39:0] SB_index,   
    output wire [4:0] free_index_1,
    output wire [4:0] free_index_2,
    output wire stall,
    output wire head_valid,
    output wire [15:0] head_addr,
    output wire [15:0] head_data,
    output reg LS_match,
    output reg [15:0] LS_search_data
);
    reg valid[0:31];
    reg executed[0:31];
    reg retired[0:31];
    reg [15:0] addr[0:31];
    reg [15:0] data[0:31];
    reg [4:0] head;
    reg [4:0] tail;
    reg is_full;
    integer i;
    integer j;
    integer k;
    reg [4:0] max_age_2;
    reg [4:0] current_age_2;
    integer latest_committed_idx;
    integer best_match_idx;
    reg is_active;
    reg [4:0] current_age;
    reg [4:0] max_age;
    wire [4:0] SB_index0 = SB_index[4:0];
    wire [4:0] SB_index1 = SB_index[9:5];
    wire [4:0] SB_index2 = SB_index[14:10];
    wire [4:0] SB_index3 = SB_index[19:15];
    wire [4:0] SB_index4 = SB_index[24:20];
    wire [4:0] SB_index5 = SB_index[29:25];
    wire [4:0] SB_index6 = SB_index[34:30];
    wire [4:0] SB_index7 = SB_index[39:35];
    reg [4:0] mispredict_new_tail;
    assign free_index_1 = tail;
    assign free_index_2 = tail + 1;
    assign stall = is_full || (((tail + 1) & 5'h1F) == head);
    assign head_valid = valid[head] && executed[head] && retired[head];
    assign head_addr = addr[head];
    assign head_data = data[head];
    always @(*) begin
        best_match_idx = -1;
        current_age = 0;
        max_age = 5'b0;  
        LS_match = 1'b0;
        LS_search_data = 16'b0;
        for (i = 0; i < 32; i = i + 1) begin
            if (head == tail && !is_full) begin  
                is_active = 0;
            end else if (head < tail) begin  
                is_active = (i >= head) && (i < tail);
            end else begin  
                is_active = (i >= head) || (i < tail);
            end
            if (valid[i] && executed[i] && is_active && (addr[i] == LS_search_addr)) begin
                if (best_match_idx == -1) begin
                    best_match_idx = i;
                    max_age = (i - head + 32) & 5'h1F;  
                end else begin
                    current_age = (i - head + 32) & 5'h1F;
                    if (current_age > max_age) begin
                        best_match_idx = i;
                        max_age = current_age;
                    end
                end
            end
        end
        if (best_match_idx != -1) begin
            LS_match = 1'b1;
            LS_search_data = data[best_match_idx];
        end
    end
    always @(*) begin
        latest_committed_idx = -1;
        max_age_2 = 0;
        current_age_2 = 0;
        for (j = 0; j < 32; j = j + 1) begin
            if (valid[j] && retired[j]) begin
                if (latest_committed_idx == -1) begin
                    latest_committed_idx = j;
                    max_age_2 = (j - head + 32) & 5'h1F;
                end else begin
                    current_age_2 = (j - head + 32) & 5'h1F;
                    if (current_age_2 > max_age_2) begin
                        latest_committed_idx = j;
                        max_age_2 = current_age_2;
                    end
                end
            end
        end
        if (latest_committed_idx != -1) begin
            mispredict_new_tail = latest_committed_idx + 1;
        end else begin
            mispredict_new_tail = head;
        end
    end
    always @(posedge CLK) begin
        if (RST) begin
            head <= 0;
            tail <= 0;
            is_full <= 0;
            for (k = 0; k < 32; k = k + 1) begin
                valid[k] <= 0;
                executed[k] <= 0;
                retired[k] <= 0;
                addr[k] <= 0;
                data[k] <= 0;
            end
        end
        else if (clear_speculative) begin
            tail <= mispredict_new_tail;
            is_full <= 0;  
            for (k = 0; k < 32; k = k + 1) begin
                if (!retired[k]) begin  
                    valid[k] <= 0;
                    executed[k] <= 0;
                end
            end
        end
        else begin
            if (reserve_1) begin
                valid[tail] <= 1'b1;
                executed[tail] <= 1'b0;
                retired[tail] <= 1'b0;
            end
            if (reserve_2) begin
                valid[tail + 1] <= 1'b1;
                executed[tail + 1] <= 1'b0;
                retired[tail + 1] <= 1'b0;
            end
            if (reserve_1 || reserve_2) begin
                tail <= tail + reserve_1 + reserve_2;
            end
            if (LS_W) begin
                addr[LS_index] <= LS_addr;
                data[LS_index] <= LS_data;
                executed[LS_index] <= 1'b1;
            end
            if (ROB_W[0]) retired[SB_index0] <= 1'b1;
            if (ROB_W[1]) retired[SB_index1] <= 1'b1;
            if (ROB_W[2]) retired[SB_index2] <= 1'b1;
            if (ROB_W[3]) retired[SB_index3] <= 1'b1;
            if (ROB_W[4]) retired[SB_index4] <= 1'b1;
            if (ROB_W[5]) retired[SB_index5] <= 1'b1;
            if (ROB_W[6]) retired[SB_index6] <= 1'b1;
            if (ROB_W[7]) retired[SB_index7] <= 1'b1; 
            if (pop_head) begin
                valid[head] <= 1'b0;
                executed[head] <= 1'b0;
                retired[head] <= 1'b0;
                head <= head + 1;
            end
            if (pop_head) begin
                is_full <= 1'b0;
            end else if ((reserve_1 || reserve_2) && ((tail + reserve_1 + reserve_2) == head)) begin
                is_full <= 1'b1;
            end
        end
    end
endmodule 
==> design/flow/run.sh <==
#!/bin/bash
# OpenROAD 26Q1-2900-gdf79404cd8, Yosys 0.63+post, stock flow scripts
make -C /OpenROAD-flow-scripts/flow DESIGN_CONFIG=/design/flow/config.mk WORK_HOME=/design/flow/orfs finish
==> design/flow/config.mk <==
export PLATFORM = sky130hd
export DESIGN_NAME = StoreBuffer
export DESIGN_NICKNAME = StoreBuffer
export VERILOG_FILES = /design/flow/design.v
export SDC_FILE = /design/flow/constraint.sdc
export NUM_CORES = 4
export LEC_CHECK = 1
export CORE_UTILIZATION = 50
==> design/flow/constraint.sdc <==
current_design StoreBuffer

set clk_period 72.1
set clk_io_pct 0.2

create_clock -name clk0 -period $clk_period [get_ports {CLK}]

set non_clock_inputs [all_inputs -no_clocks]
set_input_delay [expr $clk_period * $clk_io_pct] -clock clk0 $non_clock_inputs
set_output_delay [expr $clk_period * $clk_io_pct] -clock clk0 [all_outputs]
==> flow_metrics.env <==
# source this file to load flow results
export IMPL_grt_pass1_wl_mm=558.6
export IMPL_postPlaceCellArea_um2=94060
export IMPL_num_rows=149
export IMPL_synthCells=8142
export IMPL_synthArstFlopShare=0
export IMPL_synthesis_area_um2=83580
export IMPL_avgSynthCellArea_um2=10.26
export IMPL_finalHoldViolCount=0
export IMPL_grt_max_degree=49
export IMPL_crit_buf_inv=62
export IMPL_busiest_layer="met2"
export IMPL_crit_type="input port to primary output"
export IMPL_routabilityCongestion=1.139
export IMPL_crit_required_ps=57680
export IMPL_h_tree_depth=3
export IMPL_chipArea_um2=168800
export IMPL_grt_pass1_vias=74140
export IMPL_antenna_found_initial=19
export IMPL_finalMaxSlewViolations=0
export IMPL_min_period_ps=77030
export IMPL_grt_use_total=0.5098
export IMPL_area_growth_syn_to_layout_pct=21.92
export IMPL_antenna_left=0
export IMPL_cts_root_buf="clkbuf_16"
export IMPL_cts_sinks=1136
export IMPL_cellLeakagePower_nw=38.47
export IMPL_setup_ws_ps=-4928
export IMPL_yosys_stat_cells=8142
export IMPL_pin_count=169
export IMPL_r2r_start="head[1]$_SDFFE_PP0P_"
export IMPL_port_buffers=168
export IMPL_fp_util=0.5054
export IMPL_cp_end_kind="primary output"
export IMPL_synthFlopType="edfxtp_1"
export IMPL_grt_use_met2=0.7033
export IMPL_place_ws_ps=-6154
export IMPL_setup_viol_count_final=16
export IMPL_ys_flops=1136
export IMPL_use_met3=0.2698
export IMPL_critical_path_max_stage_delay_ps=450
export IMPL_startpoint_type="input port"
export IMPL_skew_ps=54.23
export IMPL_ys_types=106
export IMPL_seq_area_frac_synth=0.3947
export IMPL_hpwl_mm=292.8
export IMPL_synth_edff_count=1024
export IMPL_drc=0
export IMPL_ctsHoldBuffers=0
export IMPL_path_delay_family="AND-OR/OR-AND gates"
export IMPL_drv_cap=0
export IMPL_routed_via_density=6.631
export IMPL_cts_buffers=121
export IMPL_final_util=0.6162
export IMPL_fp_dieW_um=410.8
export IMPL_design_area_um2=101900
export IMPL_drtIter0Drc=6662
export IMPL_clk_latency_ps=810
export IMPL_cts_tree="yes"
export IMPL_slew_headroom=0.2422
export IMPL_clk_pin_slew_worst_paths_ps=60
export IMPL_fin_crit_sh=1.068
export IMPL_crit_fanout=8
export IMPL_drive_above_1_share=0.2562
export IMPL_cpMostUsedCell="buf_4"
export IMPL_hold_class="register to register"
export IMPL_yosys_area_um2=83580
export IMPL_rsz0062_at_grt="true"
export IMPL_rrSetupSlack_ps=10730
export IMPL_final_common_cell="and2_1"
export IMPL_crit_slowest_cell="clkdlybuf4s50_1"
export IMPL_fmax_ghz=0.01298
export IMPL_yosys_warnings=1
export IMPL_cp_data_arrival_time_ps=62610
export IMPL_vias=74660
export IMPL_use_met1=0.5934
export IMPL_layout_top_cells="1,065 x and2_1, 1,024 x edfxtp_1, 971 x buf_4"
export IMPL_power_density_nw_per_um2=17.08
export IMPL_crit_start="LS_search_addr[7]"
export IMPL_drt_wl_total_mm=404.5
export IMPL_overflow=0
export IMPL_first_pass_iters=7
export IMPL_vdd_ir_drop_worst_mv=0.02110
export IMPL_run_status="complete, but fails checks"
export IMPL_clock_path_buffers=3
export IMPL_die_y_um=410.8
export IMPL_hp_start="valid[14]$_SDFF_PP0_"
export IMPL_worst_pin_slew_ps=1128
export IMPL_wire_per_inst_um=35.93
export IMPL_core_um2=165400
export IMPL_warnings=48
export IMPL_violations="setup timing"
export IMPL_num_fill_cells=12990
[worst paths after layout]
check,endpoint,cells after the start
setup / recovery,LS_search_data[8],295
setup reg to reg,tail[1]$_SDFFE_PP0P_,276
hold reg to reg,valid[14]$_SDFF_PP0_,2
hold / removal,valid[14]$_SDFF_PP0_,2
[tightest hold or removal path, stage by stage, from the launching register on]
cell     delay [ps]
dfxtp_1         320
nand2_1          60
a21oi_1          50
[kinds of logic after synthesis]
family / share of synthesized area
xor gates and xnor gates: 0.05816
DFF: 0.3947
buffers and inverters: 0.03551
and+or+nand+nor: 0.1995
muxes: 0.1359
AOI/OAI and AO/OA: 0.1236
adders and majority gates: 0.05252
[repair_timing]
action,CTS,global route
gates resized,162,281
endpoints found under the setup margin,16,16
hold endpoints to repair,0,0
setup buffers,119,91
cloned,5,4
pin swaps,110,185
[synth_stat cells, drive strengths merged (140+ instances only)]
master	count	area [µm²]
mux2	158	1779
mux2i	235	2352
xor2	198	1734
clkbuf	446	1674
xnor2	357	3127
and2	1067	6675
nand2	459	1723
o21ai	248	1241
nor2	527	1978
mux4	321	7229
edfxtp	1024	30750
nand4	140	882.1
inv	200	750.7
nand3	160	805.8
ha	338	4229
o22ai	158	988.5
a21oi	411	2057
[metal layers]
| layer | routed length [µm] | up-vias |
|---|---|---|
| met4 | 44730 | 28 |
| met1 | 129400 | 35790 |
| met3 | 56940 | 1458 |
| met5 | 656 | - |
| li1 | - | 32080 |
| met2 | 172800 | 5298 |
[flip-flops by register name (all words and copies together) (netlist names), named ones only]
signal / count
addr: 512
executed: 32
tail: 5
data: 512
retired: 32
valid: 32
is_full: 1
head: 5
[metrics by stage]
stage / cells / TNS, ps / total power (W) / hold slack, ps
2_1_floorplan: 8142 / -60330 / 0.0009436 / 444.8
3_3_place_gp: 10800 / -83390 / 0.001085 / 453.3
3_5_place_dp: 10800 / -96900 / 0.001087 / 473.4
4_1_cts: 11150 / -70540 / 0.001725 / 482.7
5_1_grt: 11240 / -111350 / 0.001778 / 498.3
6_report: 11260 / -75110 / 0.001741 / 482.4
[where the power goes]
part | switching [W] | leakage [nW] | total, W | internal, W
Sequential | 0.0000272 | 10.6 | 0.000777 | 0.000750
Combinational | 0.000200 | 25.8 | 0.000319 | 0.000119
Clock | 0.000282 | 1.99 | 0.000645 | 0.000363
[layout make-up]
type,count,area (µm²),area share
sequential,1136,33020,0.3240
clock buffer,150,3248,0.03188
antenna,23,57.56,0.0005648
tap,2189,2739,0.02688
inverter,207,785.8,0.007711
clock inverter,77,788.3,0.007736
multi-input combinational,6240,50740,0.4980
timing repair buffer,1237,10520,0.1032
Power and IR drop assume default switching activity.
