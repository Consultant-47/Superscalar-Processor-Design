$ cat ./run.sh
#!/bin/bash
# OpenROAD 26Q1-2900-gdf79404cd8, Yosys 0.63+post, stock flow scripts
make -C /OpenROAD-flow-scripts/flow DESIGN_CONFIG=/design/flow/config.mk WORK_HOME=/design/flow/orfs finish
$ cat ./constraint.sdc
current_design DataMemory

set clk_period 86.7
set clk_io_pct 0.2

create_clock -name clk0 -period $clk_period [get_ports {clk}]

set non_clock_inputs [all_inputs -no_clocks]
set_input_delay [expr $clk_period * $clk_io_pct] -clock clk0 $non_clock_inputs
set_output_delay [expr $clk_period * $clk_io_pct] -clock clk0 [all_outputs]
$ cat ./design.v
module DataMemory(
    input         clk,
    input         Read,
    input         Write,
    input  [15:0] Addr,      
    input  [15:0] D_In,      
    output reg [15:0] D_Out  
);
  reg [7:0] mem [0:255];
  integer i;
  initial begin
    for (i = 0; i < 256; i = i + 2) begin
      mem[i]     = i[15:8];  
      mem[i + 1] = i[7:0];   
    end
    mem[100] = 8'h9C;   
    mem[101] = 8'h40;   
    mem[102] = 8'h75;   
    mem[103] = 8'h30;   
    mem[120] = 8'hAA;   
    mem[121] = 8'hAA;   
    mem[122] = 8'h55;   
    mem[123] = 8'h55;   
  end
  always @(negedge clk) begin
    if (Write) begin
      mem[Addr]     <= D_In[15:8];  
      mem[Addr + 1] <= D_In[7:0];   
    end
    if (Read) begin
      D_Out <= {mem[Addr], mem[Addr + 1]};  
    end else begin
      D_Out <= 16'b0;
    end
  end
endmodule
$ cat ./config.mk
export PLATFORM = sky130hd
export DESIGN_NAME = DataMemory
export DESIGN_NICKNAME = DataMemory
export VERILOG_FILES = /design/flow/design.v
export SDC_FILE = /design/flow/constraint.sdc
export NUM_CORES = 4
export LEC_CHECK = 1
export CORE_UTILIZATION = 50
==> results.txt <==
Flow results follow.

The arrival time of data at the worst endpoint is listed as 24.49 ns. The report lists the cells along the critical path as buf_16 -> inv_1 -> ha_4 -> buf_12 -> buf_4 -> buf_4 -> buf_4 -> mux4_2 -> nand2_1 -> nand3_1 -> a21oi_1 -> a211oi_1 -> buf_4 -> o31ai_1 -> o41ai_1. Counting flops with a built-in enable in the synthesized netlist gives 2048.

The number of antenna violations at the first check in global routing came to 35. The slowest cell on the critical path is o31ai_1. IR analysis of the VDD net gives a maximum drop of 0.0212 mV. The count of instantiated cells in the yosys netlist is 7498. Per the hold report, the tightest min-delay path originates at mem[82][5]. Per STA, the library cell used most along the worst path is buf_4. Per report_power, the combinational group accounts for 11.6% of the total. The worst-path maximum fanout is 67. The share of cells above drive strength 1 is 44.5%.

The data required time of the critical path is 44.00 ns. Global route summary, busiest routing layer listed as met2. The number of buffers between clock root and the deepest sink is 3.

In the setup report, the worst path falls into the class input pin to register. The flow ran to the end, and the final reports show no timing, DRC or antenna violations. The layout has 18500 filler cells. The die area is 250000 sq um.

The areal power density over the cells is 20.3 nW/um^2. The script extracted a total leakage power of 54.6 nW. The final hold violation count recorded for this run is 0. Internal power comes to 2.06 mW.

The net switching power is 890 uW. The synthesis run shows the most used standard cells to be edfxtp_1, mux2_2, mux4_2. STA lists the startpoint of the worst register-to-register path as mem[0][2].

In the CTS report, the clock slew at the register clock pins of the worst setup and hold paths is listed as 0.03 ns. The endpoint type of the worst setup path is a register. TritonCTS built the clock tree. The worst register-to-register path has a depth of 5. Nets still carrying antenna violations after routing amount to 0. The overflow left after global routing is 0. After floorplanning, the core was divided into 182 placement rows. The most used flip-flop cell after synthesis is edfxtp_1. Once the clock tree was built, the setup fixing pass inserted 0 buffers. edfxtp_1 takes more of the synthesized area than any other cell.

The max-capacitance violation count is 0. STA lists the endpoint of the worst register-to-register path as D_Out[2]. The met2 demand-to-capacity share in global routing is 54.7%. Net switching is 30.2% of the power.

The final worst clock skew is 0.0324 ns. The clock net sink count is 2064. The post-CTS hold buffer count recorded in the log is 0. The slack of the worst reg-to-reg path is 83.03 ns. The via count normalized by instance count is 6.53. Across the whole layout, storage elements account for 61800 sq um. Of the total power, the clock network draws 50.5%. The combined area of all synthesized cells is 124000 sq um. The yosys-reported design area after synthesis is 124000 sq um. At the later pin of the worst-skew pair, clock insertion delay measures 0.87 ns. The synthesized flop and latch total is 2064. The cell count after synthesis is 7498. The via count of the first global-routing pass came to 92900. The length of the first detailed-routing pass in iterations is 8. The worst hold slack is 1.21 ns.

Counting the warning lines in the Yosys log gives 1. The number of warnings reported in the stage logs is 1048. The multi-input combinational cells in the finished layout cover a total of 58400 sq um. The final-report setup violation count is 0. The final estimated routing congestion in global placement is 1.03. The sum of net half-perimeters after detailed placement is 300000 microns. The total I/O pin count is 51.

Dividing the detail-routed wire length by the instance count gives 36.0 microns. The endpoint of the worst hold path is reported as D_Out[5]. Yosys reported that registers with async set or reset make up 0%. The average footprint of a synthesized cell is 16.5 sq um. The tree is rooted in a clkbuf_16. Per the detail_route report, the via count comes to 85000. The first global-routing pass estimated 659000 microns of wire. The chip width is 500 microns. The relative area change from synthesis to final layout is 17.1%. After synthesis, flip-flops and latches occupy 49.8% of the total area. The path category of the worst min-delay check is register to register. The initial core utilization is 50.4%. The number of buffers created by CTS is 241. According to the floorplan report, the placeable core area is 246000 sq um. The total of cells resized after clock tree synthesis is 0. The count of input and output buffers is 42. At the pin with the least slew margin, the transition time is 1.45 ns. The unique cell type count in the Yosys netlist is 72. The fraction of met1 tracks used by global routing is 50.6%. The met3 track utilization from global routing is 32.1%. Ranked by total cell area, the synthesized netlist is headed by edfxtp_1, mux4_2, mux2_2. The worst hold path was traced through 5 stages. Setup repair after global routing left no endpoint under its margin. Global routing used 41.9% of the available tracks.

After layout, the design draws a total of 2.95 mW. The worst setup path is launched from an input pin. The number of max-slew violations in the final report is 0. The critical path's largest stage delay is 1.16 ns. The detailed router's first-iteration violation count is 6406. Looking at the gate-level netlist, the highest instance count belongs to edfxtp_1. The clock tree synthesis step divided the H-tree into 4 levels.

Measured against its own limit, the worst slew margin works out to 2.35%. The chip height is 500 microns. For this block, the routed nets add up to 469000 microns of wire.

Adding up every negative setup slack in the final design gives 0 ns. The number of design rule violations left after detail routing is 0. Entering global routing, the biggest net connects 107 pins. Per the synthesis report, the single largest cell type by area occupies 49.6% of cell area. The part of the total power dissipated in sequential elements is 37.9%.
-- layout make-up --
type	count	share of cell area (%)
sequential	2064	42.5
multi-input combinational	4535	40.2
clock inverter	2264	7.05
clock buffer	245	4.22
timing repair buffer	543	3.06
tap	3312	2.85
antenna	43	0.0741
inverter	10	0.0258
-- worst max-delay path by stage --
stage | from | end | slack (ns) | cells past startpoint
5_1_grt | Addr[0] | D_Out[5] | 19.16 | 15
6_report | Addr[0] | D_Out[5] | 19.51 | 15
4_1_cts | Addr[0] | D_Out[5] | 19.98 | 13
-- metrics by stage --
| stage | instance area, sq um | util [%] | cells | worst slack, ns |
|---|---|---|---|---|
| after global routing | 145000 | 58.9 | 13000 | 19.16 |
| after detailed placement | 129000 | 52.3 | 10500 | 19.12 |
| after floorplan | 124000 | - | 7498 | 22.00 |
| after CTS | 145000 | 58.9 | 13000 | 19.98 |
| final | 145000 | 59.0 | 13000 | 19.51 |
| after global placement | 129000 | 52.3 | 10500 | 19.11 |
-- power groups by stage --
stage         logic, mW  registers [mW]  clock network, mW
finish            0.342            1.12               1.49
CTS               0.332            1.12               1.52
global route      0.352            1.11               1.63
-- routing by layer --
metal | wire [microns] | vias up
met5 | 2370 | -
met4 | 27200 | 64
met3 | 80400 | 1219
met2 | 209000 | 5526
met1 | 150000 | 43200
li1 | - | 35000
-- worst max-delay path: cells and delay by family --
family	cells	cell delay, ns
fa+ha+maj	1	0.83
buf+inv	7	3.31
mux	1	0.64
compound gates	4	1.95
simple gates	2	0.20
-- cell families after synthesis --
| kind of cell | after synthesis | share of synthesized area [%] |
|---|---|---|
| compound gates | 452 | 2.41 |
| flops | 2064 | 49.8 |
| fa+ha+maj | 5 | 0.0504 |
| xor+xnor | 6 | 0.0817 |
| buf+inv | 899 | 3.32 |
| mux | 3310 | 41.1 |
| simple gates | 762 | 3.23 |
-- cells in the final DEF, fill, tap and decap left out, types with 81 or more instances in the layout --
master,instances
nor2_2,81
clkbuf_16,245
o22ai_1,139
o21ai_0,93
mux4_2,1220
mux2_1,107
inv_1,2130
nand2_1,334
buf_4,489
edfxtp_1,2048
mux2_2,1942
-- state kept, by name, summed over array words and instances (netlist names) --
register,flops
D_Out,16
mem,2048
Power figures rest on the tool's default switching activity, not on a simulated workload.
