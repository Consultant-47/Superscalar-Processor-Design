--- design/flow/run.sh ---
#!/bin/bash
# OpenROAD 26Q1-2900-gdf79404cd8, Yosys 0.63+post, stock flow scripts
make -C /OpenROAD-flow-scripts/flow DESIGN_CONFIG=/design/flow/config.mk WORK_HOME=/design/flow/orfs finish
--- design/flow/config.mk ---
export PLATFORM = sky130hd
export DESIGN_NAME = RRF
export DESIGN_NICKNAME = RRF
export VERILOG_FILES = /design/flow/design.v
export SDC_FILE = /design/flow/constraint.sdc
export NUM_CORES = 4
export LEC_CHECK = 1
export CORE_UTILIZATION = 50
--- design/flow/constraint.sdc ---
current_design RRF

set clk_period 41.2
set clk_io_pct 0.2

create_clock -name clk0 -period $clk_period [get_ports {clk}]

set non_clock_inputs [all_inputs -no_clocks]
set_input_delay [expr $clk_period * $clk_io_pct] -clock clk0 $non_clock_inputs
set_output_delay [expr $clk_period * $clk_io_pct] -clock clk0 [all_outputs]
--- design/flow/design.v ---
module RRF (
    input  wire         clk,
    input  wire         flush,
    input  wire 		reset,
    input  wire         decode_use_slot1,
    input  wire         decode_use_slot2,
    input  wire         write1_en,
    input  wire         write2_en,
    input  wire         write3_en,
    input  wire [6:0]   write1_idx,
    input  wire [6:0]   write2_idx,
    input  wire [6:0]   write3_idx,
    input  wire [15:0]  write1_data,
    input  wire [15:0]  write2_data,
    input  wire [15:0]  write3_data,
    input  wire [6:0]   ARF_tag_1,
    input  wire [6:0]   ARF_tag_2,
    input  wire [6:0]   ARF_tag_3,
    input  wire [6:0]   ARF_tag_4,
    input  wire [6:0]   ARF_tag_5,
    input  wire [6:0]   ARF_tag_6,
    input  wire [6:0]   ARF_tag_7,
    input  wire         rob_write_valid1,
    input  wire [2:0]   rob_write_index1,
    input  wire [6:0]   rob_rrf_read_idx1,
    input  wire         rob_write_valid2,
    input  wire [2:0]   rob_write_index2,
    input  wire [6:0]   rob_rrf_read_idx2,
    output wire         two_empty_available,
    output reg  [6:0]   empty_pos1_idx,
    output reg  [6:0]   empty_pos2_idx,
    output wire [15:0]  RRF_data_1,
    output wire         RRF_valid_1,
    output wire [15:0]  RRF_data_2,
    output wire         RRF_valid_2,
    output wire [15:0]  RRF_data_3,
    output wire         RRF_valid_3,
    output wire [15:0]  RRF_data_4,
    output wire         RRF_valid_4,
    output wire [15:0]  RRF_data_5,
    output wire         RRF_valid_5,
    output wire [15:0]  RRF_data_6,
    output wire         RRF_valid_6,
    output wire [15:0]  RRF_data_7,
    output wire         RRF_valid_7,
    output reg          ARF_write_valid1,
    output reg  [2:0]   ARF_write_index1,
    output reg  [15:0]  ARF_write_data1,
    output reg  [6:0]   ARF_write_tag1,
    output reg          ARF_write_valid2,
    output reg  [2:0]   ARF_write_index2,
    output reg  [15:0]  ARF_write_data2,
    output reg  [6:0]   ARF_write_tag2
    );
    reg         busy   [127:0];
    reg         valid  [127:0];
    reg [15:0]  data   [127:0];
    integer i;
    reg [6:0] empty1, empty2;
    reg empty_found1, empty_found2;
    always @(*) begin
        empty_found1 = 0;
        empty_found2 = 0;
        empty1 = 0;
        empty2 = 0;
        for (i = 0; i < 128; i = i + 1) begin
            if (!busy[i]) begin
                if (!empty_found1) begin
                    empty1 = i[6:0];
                    empty_found1 = 1;
                end else if (!empty_found2) begin
                    empty2 = i[6:0];
                    empty_found2 = 1;
                end
            end
        end
    end
    assign two_empty_available = empty_found1 & empty_found2;
    always @(*) begin
        empty_pos1_idx = empty1;
        empty_pos2_idx = empty2;
    end
    always @(*) begin
        ARF_write_valid1 = rob_write_valid1;
        ARF_write_index1 = rob_write_index1;
        ARF_write_data1  = data[rob_rrf_read_idx1];
        ARF_write_tag1   = rob_rrf_read_idx1;
        ARF_write_valid2 = rob_write_valid2;
        ARF_write_index2 = rob_write_index2;
        ARF_write_data2  = data[rob_rrf_read_idx2];
        ARF_write_tag2   = rob_rrf_read_idx2;
    end
    always @(posedge clk) begin
        if (flush || reset) begin
            for (i = 0; i < 128; i = i + 1) begin
                busy[i]  <= 1'b0;
                valid[i] <= 1'b0;
                data[i]  <= 16'b0;
            end
        end else begin
            if (write1_en) begin
                data[write1_idx]  <= write1_data;
                valid[write1_idx] <= 1;
            end
            if (write2_en) begin
                data[write2_idx]  <= write2_data;
                valid[write2_idx] <= 1;
            end
            if (write3_en) begin
                data[write3_idx]  <= write3_data;
                valid[write3_idx] <= 1;
            end
            if (decode_use_slot1) busy[empty1] <= 1;
            if (decode_use_slot2) busy[empty2] <= 1;
            if (rob_write_valid1) begin
                busy[rob_rrf_read_idx1]  <= 1'b0;
                valid[rob_rrf_read_idx1] <= 1'b0;
            end
            if (rob_write_valid2) begin
                busy[rob_rrf_read_idx2]  <= 1'b0;
                valid[rob_rrf_read_idx2] <= 1'b0;
            end
        end
    end
    assign RRF_data_1  = data[ARF_tag_1];
    assign RRF_valid_1 = valid[ARF_tag_1];
    assign RRF_data_2  = data[ARF_tag_2];
    assign RRF_valid_2 = valid[ARF_tag_2];
    assign RRF_data_3  = data[ARF_tag_3];
    assign RRF_valid_3 = valid[ARF_tag_3];
    assign RRF_data_4  = data[ARF_tag_4];
    assign RRF_valid_4 = valid[ARF_tag_4];
    assign RRF_data_5  = data[ARF_tag_5];
    assign RRF_valid_5 = valid[ARF_tag_5];
    assign RRF_data_6  = data[ARF_tag_6];
    assign RRF_valid_6 = valid[ARF_tag_6];
    assign RRF_data_7  = data[ARF_tag_7];
    assign RRF_valid_7 = valid[ARF_tag_7];
endmodule
module ARF (
    input  wire         clk,
    input  wire         reset,
    input  wire         flush,
    input  wire [2:0]   decode_reg_idx1,
    input  wire [6:0]   decode_new_tag1,
    input  wire         decode_update_tag1,
    input  wire [2:0]   decode_reg_idx2,
    input  wire [6:0]   decode_new_tag2,
    input  wire         decode_update_tag2,
    input  wire [2:0]   rrf_write_idx1,
    input  wire [15:0]  rrf_write_data1,
    input  wire         rrf_write_en1,
    input  wire [6:0]   rrf_write_tag1,
    input  wire [2:0]   rrf_write_idx2,
    input  wire [15:0]  rrf_write_data2,
    input  wire         rrf_write_en2,
    input  wire [6:0]   rrf_write_tag2,
    output wire [7:0]   busy_bits,        
    output wire [15:0]  ARF_data_1,
    output wire [15:0]  ARF_data_2,
    output wire [15:0]  ARF_data_3,
    output wire [15:0]  ARF_data_4,
    output wire [15:0]  ARF_data_5,
    output wire [15:0]  ARF_data_6,
    output wire [15:0]  ARF_data_7,
    output wire [6:0]   ARF_tag_1,
    output wire [6:0]   ARF_tag_2,
    output wire [6:0]   ARF_tag_3,
    output wire [6:0]   ARF_tag_4,
    output wire [6:0]   ARF_tag_5,
    output wire [6:0]   ARF_tag_6,
    output wire [6:0]   ARF_tag_7
);
reg        busy  [7:0];
reg [15:0] data [7:0];
reg [6:0]  tag   [7:0];
assign ARF_tag_1 = tag[1];
assign ARF_tag_2 = tag[2];
assign ARF_tag_3 = tag[3];
assign ARF_tag_4 = tag[4];
assign ARF_tag_5 = tag[5];
assign ARF_tag_6 = tag[6];
assign ARF_tag_7 = tag[7];
assign ARF_data_1 = data[1];
assign ARF_data_2 = data[2];
assign ARF_data_3 = data[3];
assign ARF_data_4 = data[4];
assign ARF_data_5 = data[5];
assign ARF_data_6 = data[6];
assign ARF_data_7 = data[7];
assign busy_bits = {busy[7], busy[6], busy[5], busy[4], busy[3], busy[2], busy[1], busy[0]};
reg        next_busy  [7:0];
reg [15:0] next_data [7:0];
reg [6:0]  next_tag   [7:0];
integer k;
always @(*) begin
    for (k = 0; k < 8; k = k + 1) begin
        next_busy[k] = busy[k];
        next_data[k] = data[k];
        next_tag[k]  = tag[k];
    end
    if (rrf_write_en1 && rrf_write_en2 && (rrf_write_idx1 == rrf_write_idx2)) begin
        next_data[rrf_write_idx1] = rrf_write_data2;  
        if (rrf_write_tag2 == tag[rrf_write_idx1]) begin
            next_busy[rrf_write_idx1] = 0;  
        end
    end else begin
        if (rrf_write_en1) begin
            next_data[rrf_write_idx1] = rrf_write_data1;
            if(rrf_write_tag1 == tag[rrf_write_idx1]) begin
                next_busy[rrf_write_idx1] = 0;  
            end
        end
        if (rrf_write_en2) begin
            next_data[rrf_write_idx2] = rrf_write_data2;
            if(rrf_write_tag2 == tag[rrf_write_idx2]) begin
                next_busy[rrf_write_idx2] = 0;  
            end
        end
    end
    if (decode_update_tag1 && decode_update_tag2 && (decode_reg_idx1 == decode_reg_idx2)) begin
        next_busy[decode_reg_idx1] = 1;
        next_tag[decode_reg_idx1]  = decode_new_tag2;  
    end else begin
        if (decode_update_tag1) begin
            next_busy[decode_reg_idx1] = 1;
            next_tag[decode_reg_idx1]  = decode_new_tag1;
        end
        if (decode_update_tag2) begin
            next_busy[decode_reg_idx2] = 1;
            next_tag[decode_reg_idx2]  = decode_new_tag2;
        end
    end
end
integer j;
always @(posedge clk) begin
    if (reset) begin
        for (j = 0; j < 8; j = j + 1) begin
            busy[j] <= 0;
            tag[j] <= 7'b0;
            data[j] <= 16'b0;
        end
    end
    else if (flush) begin
        for (j = 0; j < 8; j = j + 1) begin
            busy[j] <= 0;
            tag[j] <= 7'b0;
        end
        if (rrf_write_en1 && rrf_write_en2 && (rrf_write_idx1 == rrf_write_idx2)) begin
            data[rrf_write_idx1] <= rrf_write_data2;  
        end else begin
            if (rrf_write_en1) begin
                data[rrf_write_idx1] <= rrf_write_data1;
            end
            if (rrf_write_en2) begin
                data[rrf_write_idx2] <= rrf_write_data2;
            end
        end
    end else begin
        for (j = 0; j < 8; j = j + 1) begin
            busy[j] <= next_busy[j];
            tag[j] <= next_tag[j];
            data[j] <= next_data[j];
        end
    end
end
endmodule
==> out/qor.txt <==
hold_buf cts = 0
input/output buffers = 323
Post CTS Setup Buffer Count = 0
Bufs on Longest Clock Path = 4
largest net degree at the start of global routing = 139
Max-area cell share = 0.418
CTS Sinks = 2304
Yosys reg bits = 2304
TritonCTS Buffers = 303
Root Buffer = clkbuf_16
library cells used by synthesis = 110
post-synthesis cell count = 23900
YS chip area = 0.269 mm^2
post-synth top area cell = mux4_2
Vert. Die Dim = 736 um
GRT Overall Usage = 0.858
global placement routability congestion = 1.28
overflow left after global routing = 539
vias in the first global route = 325000
H-tree Lvls = 5
# Cells Yosys = 23900
Top area cell types = mux4_2 (42%), edfxtp_1 (23%), a22oi_1 (8.6%), clkbuf_1 (3.7%), o21ai_0 (3.4%)
error message = [ERROR GRT-0116] Global routing finished with congestion. Check the congestion regions in the DRC Viewer.
die width = 736 um
average size of a mapped cell = 11.3 um^2
Gates resized, CTS repair = 0
Rows = 269
Main synth FF type = edfxtp_1
dpl hpwl = 1400000 um
post-synthesis sequential area ratio = 0.247
FP Util = 0.502
io pins = 336
status = stopped before the end
Fail Step = global routing (5_1_grt)
first-pass GRT wire length = 2980000 um
Post-synth ARST share = 0
number of flops mapped to enable cells by yosys = 2048
synthesized area = 0.269 mm^2
YS warnings = 1
-- metrics by stage --
step,setup slack [ps],std cells,instance area (um^2),hold slack [ps],power (mW)
4_1_cts,12980,30300,295000,534,8.28
3_5_place_dp,14150,29800,285000,523,5.46
3_3_place_gp,12660,29800,285000,508,5.45
2_1_floorplan,18910,23900,269000,490,4.18
-- layer usage --
| metal | GRT usage | GRT overflow |
|---|---|---|
| met5 | 0.691 | 17 |
| met4 | 0.794 | 139 |
| met3 | 0.828 | 94 |
| met2 | 0.925 | 205 |
| met1 | 0.860 | 84 |
-- Yosys cell counts (119+ instances only) --
master / count
mux4_2: 5000
mux2_2: 119
o21ai_0: 1825
nand3_1: 191
a22o_1: 408
nor3_1: 340
a221oi_1: 695
nor2_1: 1658
buf_1: 635
o22ai_1: 162
nand4_1: 253
nand2_1: 2286
clkbuf_1: 2651
dfxtp_1: 256
a21oi_1: 802
edfxtp_1: 2048
a31oi_1: 342
a22oi_1: 3072
-- logic make-up after synthesis --
group,Yosys count,share of synthesized area
compound gates,7771,0.198
mux,5123,0.423
flops,2304,0.247
simple gates,5161,0.0814
fa+ha+maj,31,0.00120
buf+inv,3460,0.0488
xor+xnor,17,0.000553
Power and IR drop assume default switching activity.
